[flow/run.sh]
#!/bin/bash
# OpenROAD 26Q1-2900-gdf79404cd8, Yosys 0.63+post, stock flow scripts
make -C /OpenROAD-flow-scripts/flow DESIGN_CONFIG=/design/flow/config.mk WORK_HOME=/design/flow/orfs finish
[flow/config.mk]
export PLATFORM = sky130hd
export DESIGN_NAME = servo_control
export DESIGN_NICKNAME = servo_control
export VERILOG_FILES = /design/flow/design.v
export SDC_FILE = /design/flow/constraint.sdc
export NUM_CORES = 4
export LEC_CHECK = 1
export CORE_UTILIZATION = 40
[flow/constraint.sdc]
current_design servo_control

set clk_period 11.1
set clk_io_pct 0.2

create_clock -name clk0 -period $clk_period [get_ports {clk}]

set non_clock_inputs [all_inputs -no_clocks]
set_input_delay [expr $clk_period * $clk_io_pct] -clock clk0 $non_clock_inputs
set_output_delay [expr $clk_period * $clk_io_pct] -clock clk0 [all_outputs]
[flow/design.v]
module servo_control(
    input wire clk,
    input wire rst,
    input wire l_ctrl,
    input wire r_ctrl,
    output wire servo
);
    localparam integer FRAME_TICKS = 100;  
    localparam integer MIN_PULSE_TICKS = 7;    
    localparam integer MAX_PULSE_TICKS = 23;   
    localparam integer PULSE_STEP = 1;
    reg [16:0] cnt;
    reg [16:0] pulse;
    always @(posedge clk or posedge rst) begin
        if (rst) begin
            cnt <= 17'd0;
            pulse <= MIN_PULSE_TICKS;
        end
        else if (cnt == FRAME_TICKS - 1) begin
            cnt <= 17'd0;
            if (l_ctrl && !r_ctrl && pulse > MIN_PULSE_TICKS) begin
                pulse <= pulse - PULSE_STEP;  
            end
            else if (!l_ctrl && r_ctrl && pulse < MAX_PULSE_TICKS) begin
                pulse <= pulse + PULSE_STEP;  
            end
        end
        else begin
            cnt <= cnt + 17'd1;
        end
    end
    assign servo = (cnt < pulse);
endmodule
==> impl_metrics.ini <==
; physical design summary
[pwr]
leakagePower_uw = 0.00134
max-vdd-ir-drop_uv = 74.0
power_uw = 290
p_per_area_mw_per_mm2 = 102

[cts]
clkSlewWorstSetupHoldPaths_ns = 0.07
cts.htree.levels = 2
numClockSinks = 34
cts_setup_buffers = 0
root_buffer = clkbuf_8
cts_tree = built
cts_max_path_buffers = 2
cts_resized = 0
cts_buffers = 5
cts-hold-fix-buffers = 0
insertion_delay_ns = 0.29

[routing]
wirelength_um = 5440
first_pass_iters = 4
dr.first_iter.drc_count = 85
avgRoutedWirePerCell_um = 14.8
antenna_left = 0
viasPerCell = 5.54
antenna_cells = 0
post-route-drc-count = 0
vias = 2033

[yosys]
yosys.stat.seqShare_pct = 33.2
top_logic_kind = AND-OR/OR-AND gates
synth_warnings = 1
syn_area_mm2 = 0.00257
ys_cells = 282
mux_area_share_pct = 0.826
synth_async_sr_flop_share_pct = 100
ys_chip_area_mm2 = 0.00257
synth_cell_types = 51
synth.cellmix.simpleShare_pct = 17.3
synth_cells = 282
edf_count = 0
ys_sh_xor_pct = 9.19
syn_area_per_cell_um2 = 9.13
ys_sh_adder_pct = 16.3
ys_ff = 34
ff_type = dfrtp_1
synthAoiAreaFrac_pct = 19.2

[worst_setup_path]
cp-startpoint = pulse[1]$_DFFE_PP1P_
cp.arrival_ns = 2.75
rr_startpoint = pulse[13]$_DFFE_PP0P_
critPathLaunchType = flop
cp_max_fo = 5
reg2reg_depth = 10
ff2ff_setup_slack_ns = 7.71
crit_path_end_kind = primary output
critPathKind = flop to primary output
endpoint = servo
r2r-end = pulse[15]$_DFFE_PP0P_
required_ns = 8.88

[global_route]
grt_pass1_vias = 1949
grt_max_degree = 35
antenna_found_initial = 0
grt_use_total_pct = 19.4
grt_pass1_wl_um = 9740
grt-ovfl-total = 0

[final_timing]
fmax_mhz = 201
finalCritPeriodShare_pct = 44.8
setup_viol = 0
tightestPinTransition_ns = 0.762
hold_viol_final = 0
whs_ns = 0.501
period_minus_slack_ns = 4.97
final.setup.tns_ns = 0
slew_headroom_pct = 47.9
clock_skew_ns = 0.0108
rsz0062_at_grt = false
drv_slew = 0

[floorplanning]
floorplan.core_util_pct = 42.5
ios = 5
core_region_area_mm2 = 0.00606
die_h_um = 82.2
chipArea_mm2 = 0.00676
rows = 28
die_w_um = 82.2

[flow_run]
max_cap_violations = 0
warnings = 25

[layout]
fin_area_mm2 = 0.00284
layout_top_cells = ha_1, nand2_1, dfrtp_1, inv_1
drive_gt1_share_pct = 6.16
area_delta_synth_final_pct = 10.3
lay_top_count = ha_1

[status]
outcome = completed

[placement]
place_hpwl_um = 4020
dpl_cell_area_mm2 = 0.00270
gp_congestion = 0.917
port_buffers = 4

[worst_hold_path]
hold_path.class = flop to flop
[final cells by class]
| cell class | instances | area (um2) |
|---|---|---|
| clock buffers | 6 | 82.6 |
| flip-flops and latches | 34 | 855 |
| fillers | 590 | 3220 |
| multi-input cells | 224 | 1620 |
| repair buffers | 6 | 55.1 |
| inverters | 20 | 75.1 |
| clock inverters | 2 | 60.1 |
| well taps | 75 | 93.8 |
[cells in the mapped netlist (3+ instances only)]
master	number	area [um2]
a211oi_1	3	22.5
dfrtp_1	31	776
nand2b_1	3	18.8
dfstp_2	3	78.8
a221oi_1	3	26.3
nor4_1	4	25.0
a21o_1	12	90.1
or3_1	4	25.0
o21ai_0	18	90.1
inv_1	20	75.1
nand3_1	9	45.0
o21a_1	4	30.0
xnor2_1	18	158
ha_1	32	400
xor2_1	9	78.8
and3_1	4	25.0
a21oi_1	13	65.1
nand2_1	31	116
nand4_1	4	25.0
nor2_1	18	67.6
[metal layers]
layer	vias to the layer above	wire length (um)	track usage [%]
met5	-	0	0
met4	0	103	2.63
met3	11	172	2.34
met2	30	2350	28.6
met1	945	2810	31.9
li1	1047	-	-
[worst min path at each step]
| stage | startpoint | to | slack, ns | cells past startpoint |
|---|---|---|---|---|
| final | cnt[16]$_DFF_PP0_ | cnt[16]$_DFF_PP0_ | 0.50 | 1 |
| after global routing | cnt[16]$_DFF_PP0_ | cnt[16]$_DFF_PP0_ | 0.53 | 1 |
| after CTS | cnt[16]$_DFF_PP0_ | cnt[16]$_DFF_PP0_ | 0.50 | 1 |
[where the power goes]
group | switching [uW] | internal (uW) | total [uW]
registers | 0 | 124 | 124
logic | 12.8 | 8.34 | 21.1
clock network | 49.3 | 95.9 | 145
total | 62.0 | 228 | 290
[stage by stage]
| stage | std cells | setup WS, ns | util (%) |
|---|---|---|---|
| 2_1_floorplan | 282 | 6.00 | - |
| 3_3_place_gp | 359 | 6.01 | 44.5 |
| 3_5_place_dp | 359 | 6.00 | 44.5 |
| 4_1_cts | 367 | 6.07 | 46.8 |
| 5_1_grt | 367 | 5.88 | 46.8 |
| 6_report | 367 | 6.13 | 46.8 |
[critical path, stage by stage, from the launching register on]
cell	delay (ns)
dfstp_2	0.58
inv_1	0.05
ha_1	0.26
a21o_1	0.15
a21o_1	0.18
a211oi_1	0.23
o21ai_0	0.15
a221oi_1	0.35
clkdlybuf4s50_1	0.52
[flip-flops by register name (all words and copies together) (netlist names)]
| signal | cells |
|---|---|
| pulse | 17 |
| cnt | 17 |
[kinds of logic (layout without fill, tap and decap cells)]
group                    count (synthesis)  in the layout
AND-OR/OR-AND                           74             74
XOR/XNOR                                27             27
adder cells (fa/ha/maj)                 33             33
buffers and inverters                   24             34
flip-flops                              34             34
multiplexers                             2              2
AND/OR/NAND/NOR                         88             88
No activity file was given, so power comes from the tool's default toggle rates.
