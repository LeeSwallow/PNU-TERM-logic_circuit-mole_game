### design/flow/config.mk
export PLATFORM = sky130hd
export DESIGN_NAME = bin_to_seg
export DESIGN_NICKNAME = bin_to_seg
export VERILOG_FILES = /design/flow/design.v
export SDC_FILE = /design/flow/constraint.sdc
export NUM_CORES = 4
export LEC_CHECK = 1
export CORE_AREA = 10 10 70 70
export DIE_AREA = 0 0 80 80
### design/flow/constraint.sdc
current_design bin_to_seg

set clk_period 1.0
set clk_io_pct 0.2

create_clock -name clk0 -period $clk_period

set non_clock_inputs [all_inputs -no_clocks]
set_input_delay [expr $clk_period * $clk_io_pct] -clock clk0 $non_clock_inputs
set_output_delay [expr $clk_period * $clk_io_pct] -clock clk0 [all_outputs]
### design/flow/design.v
module bin_to_seg(num, seg);
    input [2:0] num;
    output reg [7:0] seg;  
    always @(*) begin
        case(num)
            3'b000: seg = 8'b11111100;  
            3'b001: seg = 8'b01100000;  
            3'b010: seg = 8'b11011010;  
            3'b011: seg = 8'b11110010;  
            3'b100: seg = 8'b01100110;  
            3'b101: seg = 8'b10110110;  
            3'b110: seg = 8'b10111110;  
            3'b111: seg = 8'b11100000;  
        endcase
    end
endmodule
### design/flow/run.sh
#!/bin/bash
# OpenROAD 26Q1-2900-gdf79404cd8, Yosys 0.63+post, stock flow scripts
make -C /OpenROAD-flow-scripts/flow DESIGN_CONFIG=/design/flow/config.mk WORK_HOME=/design/flow/orfs finish
==> impl_metrics.yaml <==
# physical design summary
floorplanning:
  die_x_um: 80
  chipArea_um2: 6400
  core-area_um2: 3420
  ios: 11
  rows: 21
  die_h_um: 80
  fp_util_pct: 4.43
synthesis:
  synthAdderAreaFrac_pct: 49.6
  ys_sh_aoi_pct: 9.92
  yosysWarningCount: 1
  syn_avg_cell_area_um2: 7.21
  yosys_cells: 21
  ys_seq_share_pct: 0
  synth_area_leader_cell: "ha_1"
  netlist_area_um2: 151
  area_leaders: "ha_1, nand2b_1, inv_1"
  ys_top_logic_family: "adder cells"
  simple_gate_area_share_pct: 25.6
  yosys-stat-area_um2: 151
  ys_sh_xor_pct: 0
  synth.distinct_cells: 9
  netlist_instances: 21
  synth_top_area_share_pct: 49.6
  ys_sh_mux_pct: 0
cells_and_area:
  register_area_um2: 0
  synthToLayoutAreaGrowth_pct: 213
  fillCellCount: 382
  final_util_pct: 13.9
  drive_gt1_share_pct: 86.5
  seq_cells: 0
  clkbuf_count: 0
  fin_area_um2: 474
  layoutNonFillerInstCount: 83
critical_path:
  endpoint: "seg[3]"
  cp-startpoint: "num[0]"
  critPathArrivalTime_ns: 0.92
  crit_path_start_kind: "input pin"
  crit_fanout: 3
  cp.required_ns: 0.80
  endpoint_kind: "output pin"
  crit_type: "input pin to output pin"
placement:
  dp_cells: 79
  io_buffer_count: 10
  postPlaceCellArea_um2: 324
  place_ws_ns: -0.951
  gp_congestion: 0.704
hold_path:
  worstHoldPathType: "input pin to output pin"
timing:
  tns_ns: -0.491
  whs_ns: 0.715
  min_period_ns: 1.12
  drv_slew: 0
  finalWorstSetupSlack_ns: -0.122
  fin_crit_sh_pct: 112
  grt_setup_unrepaired: "true"
  finalSetupViolCount: 7
  fmax_mhz: 892
  hold_viol: 0
power_and_ir_drop:
  clkPwrFrac_pct: 0
  p_per_area_nw_per_um2: 322
  p_total_mw: 0.153
  switching_share_pct: 39.3
  ir_worst_vdd_mv: 0.0425
  p_switching_mw: 0.0600
  power.internal_mw: 0.0927
  p_comb_share_pct: 100.0
  seqPwrFrac_pct: 0
  p_leak_nw: 0.192
routing:
  ant_nets: 0
  wirelength_um: 548
  avgViaCountPerCell: 2.25
  drc: 0
  routedWlPerCell_um: 6.60
  drt_first_pass_iters: 1
  antenna_cells: 0
  drtIter0Drc: 0
  vias: 187
cts:
  postCtsHoldBufs: 0
global_routing:
  grt_max_degree: 9
  grt_pass1_wl_um: 952
  first_global_vias: 200
  grt_use_total_pct: 1.71
  overflow: 0
  antenna_found_initial: 0
job:
  warning_count: 39
  maxCapViolations: 0
outcome:
  run_status: "complete, but fails checks"
  violations: "negative setup slack"
[layout by cell type (no fill, tap or decap)]
cell type / synthesis / layout
nand2_2: 0 / 1
inv_2: 0 / 1
a21oi_2: 0 / 2
buf_12: 0 / 1
nand2_1: 2 / 1
ha_4: 0 / 5
buf_6: 0 / 6
o21ai_1: 0 / 1
conb_1: 1 / 1
buf_8: 0 / 2
buf_2: 0 / 7
ha_1: 6 / 1
buf_4: 1 / 1
nor2b_4: 0 / 1
inv_6: 0 / 2
nand2b_1: 4 / 1
nand2b_4: 0 / 3
[logic make-up (layout without fill, tap and decap cells)]
family / Yosys count / in the layout
buffers and inverters: 4 / 20
AND-OR/OR-AND: 3 / 3
adder cells (fa/ha/maj): 6 / 6
other: 1 / 1
AND/OR/NAND/NOR: 7 / 7
[cell type report]
type,count,area (um2),share of cell area [%]
Multi-Input combinational cell,17,235,49.6
Tap cell,46,57.6,12.1
Timing Repair Buffer,17,160,33.8
Inverter,3,21.3,4.49
[timing repair]
item / in CTS / in global routing
setup buffers: 5 / 0
setup endpoints to repair: 7 / 7
endpoints found under the hold margin: 0 / 0
gates resized: 69 / 2
pin swaps: 6 / 2
[metal layers]
metal / share of wire (%) / global-route usage (%) / wire length, um / vias to the layer above
li1: - / - / - / 94
met1: 40 / 1.91 / 221 / 84
met2: 46 / 3.21 / 251 / 9
met3: 14 / 0.568 / 76 / 0
met4: 0 / 0 / 0 / 0
met5: 0 / 0 / 0 / -
[synthesized netlist by cell type, drive strengths merged]
library cell,number
a21oi,2
buf,1
conb,1
ha,6
inv,3
nand2,2
nand2b,4
nor2b,1
o21ai,1
[worst min path at each step]
stage         startpoint  endpoint  slack (ns)  cells after the start
CTS               num[1]    seg[1]        0.74                      4
finish            num[1]    seg[1]        0.72                      4
global route      num[1]    seg[1]        0.73                      4
[critical path, stage by stage]
cell,delay [ns]
buf_8,0.09
inv_6,0.03
buf_6,0.11
buf_6,0.12
ha_4,0.14
nand2b_4,0.13
buf_6,0.10
[power by group through the flow]
stage	Sequential (mW)	Combinational [mW]	Clock (mW)
4_1_cts	0	0.148	0
5_1_grt	0	0.168	0
6_report	0	0.153	0
